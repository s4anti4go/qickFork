==> design/flow/design.v <==
module ctrl_sg_v6 (
   rstn,
   clk,
   fifo_rd_en_o,
   fifo_empty_i,
   fifo_dout_i,
   dds_ctrl_o,
   mem_addr_o,
   gain_o,
   src_o,
   stdy_o,
   en_o
);
parameter N = 16;
parameter N_DDS = 16;
input                   rstn;
input                   clk;
output                  fifo_rd_en_o;
input                   fifo_empty_i;
input    [159:0]        fifo_dout_i;
output   [N_DDS*72-1:0] dds_ctrl_o;
output   [N-1:0]        mem_addr_o;
output   [15:0]         gain_o;
output   [1:0]          src_o;
output                  stdy_o;
output                  en_o;
typedef enum   {  READ_ST  ,
                  CNT_ST
               } state_t;
(* fsm_encoding = "one_hot" *) state_t state;
reg   [159:0]  fifo_dout_r;
reg   [31:0]   cnt_n;
reg   [31:0]   cnt_n_reg;
wire  [31:0]   pinc_int;
reg   [31:0]   pinc_r1;
reg   [31:0]   pinc_r2;
wire  [31:0]   pinc_N;
reg   [31:0]   pinc_N_r1;
reg   [31:0]   pinc_N_r2;
reg   [31:0]   pinc_N_r3;
reg   [31:0]   pinc_N_r4;
reg   [31:0]   pinc_N_r5;
wire  [31:0]   phase_int;
reg   [31:0]   phase_r1; 
reg   [31:0]   phase_r2; 
reg   [31:0]   phase_r3; 
reg   [31:0]   phase_r4; 
reg   [31:0]   phase_r5; 
wire  [31:0]   phase_0;
reg   [31:0]   phase_0_r1;
wire  [31:0]   phase_v0    [0:N_DDS-1];
reg   [31:0]   phase_v0_r1 [0:N_DDS-1];
reg   [31:0]   phase_v0_r2 [0:N_DDS-1];
reg   [31:0]   phase_v0_r3 [0:N_DDS-1];
reg   [31:0]   phase_v0_r4 [0:N_DDS-1];
wire  [31:0]   phase_v1    [0:N_DDS-1];
reg   [31:0]   phase_v1_r1 [0:N_DDS-1];
reg            sync_reg;
reg            sync_reg_r1;
reg            sync_reg_r2;
reg            sync_reg_r3;
reg            sync_reg_r4;
reg            sync_reg_r5;
reg            sync_reg_r6;
reg            sync_reg_r7;
wire  [15:0]   addr_int;
reg   [15:0]   addr_cnt;
reg   [15:0]   addr_cnt_r1;
reg   [15:0]   addr_cnt_r2;
reg   [15:0]   addr_cnt_r3;
reg   [15:0]   addr_cnt_r4;
reg   [15:0]   addr_cnt_r5;
reg   [15:0]   addr_cnt_r6;
wire  [15:0]   gain_int;
reg   [15:0]   gain_r1;
reg   [15:0]   gain_r2;
reg   [15:0]   gain_r3;
reg   [15:0]   gain_r4;
reg   [15:0]   gain_r5;
reg   [15:0]   gain_r6;
reg   [15:0]   gain_r7;
wire  [15:0]   nsamp_int;
wire  [1:0]    outsel_int;
reg   [1:0]    outsel_r1;
reg   [1:0]    outsel_r2;
reg   [1:0]    outsel_r3;
reg   [1:0]    outsel_r4;
reg   [1:0]    outsel_r5;
reg   [1:0]    outsel_r6;
reg   [1:0]    outsel_r7;
wire           mode_int;
wire           stdysel_int;
reg            stdysel_r1;
reg            stdysel_r2;
reg            stdysel_r3;
reg            stdysel_r4;
reg            stdysel_r5;
reg            stdysel_r6;
reg            stdysel_r7;
wire           phrst_int;
wire           load_int;
reg            load_r;
reg            rd_en_int;
reg            rd_en_r1;
reg            rd_en_r2;
reg   [15:0]   cnt_nsamp_r;
reg            en_reg;
reg            en_reg_r1;
reg            en_reg_r2;
reg            en_reg_r3;
reg            en_reg_r4;
reg            en_reg_r5;
reg            en_reg_r6;
reg            en_reg_r7;
reg            en_reg_r8;
always @(posedge clk) begin
   if (~rstn) begin
      state          <= READ_ST;
      fifo_dout_r    <= 0;
      cnt_n          <= 0;
      cnt_n_reg      <= 0;
      pinc_r1        <= 0;
      pinc_r2        <= 0;
      pinc_N_r1      <= 0;
      pinc_N_r2      <= 0;
      pinc_N_r3      <= 0;
      pinc_N_r4      <= 0;
      pinc_N_r5      <= 0;
      phase_r1       <= 0;
      phase_r2       <= 0;
      phase_r3       <= 0;
      phase_r4       <= 0;
      phase_r5       <= 0;
      phase_0_r1     <= 0;
      sync_reg       <= 0;
      sync_reg_r1    <= 0;
      sync_reg_r2    <= 0;
      sync_reg_r3    <= 0;
      sync_reg_r4    <= 0;
      sync_reg_r5    <= 0;
      sync_reg_r6    <= 0;
      sync_reg_r7    <= 0;
      addr_cnt       <= 0;
      addr_cnt_r1    <= 0;
      addr_cnt_r2    <= 0;
      addr_cnt_r3    <= 0;
      addr_cnt_r4    <= 0;
      addr_cnt_r5    <= 0;
      addr_cnt_r6    <= 0;
      gain_r1        <= 0;
      gain_r2        <= 0;
      gain_r3        <= 0;
      gain_r4        <= 0;
      gain_r5        <= 0;
      gain_r6        <= 0;
      gain_r7        <= 0;
      outsel_r1      <= 0;
      outsel_r2      <= 0;
      outsel_r3      <= 0;
      outsel_r4      <= 0;
      outsel_r5      <= 0;
      outsel_r6      <= 0;
      outsel_r7      <= 0;
      stdysel_r1     <= 0;
      stdysel_r2     <= 0;
      stdysel_r3     <= 0;
      stdysel_r4     <= 0;
      stdysel_r5     <= 0;
      stdysel_r6     <= 0;
      stdysel_r7     <= 0;
      load_r         <= 0;
      rd_en_r1       <= 0;
      rd_en_r2       <= 0;
      cnt_nsamp_r    <= 0;
      en_reg         <= 0;
      en_reg_r1      <= 0;
      en_reg_r2      <= 0;
      en_reg_r3      <= 0;
      en_reg_r4      <= 0;
      en_reg_r5      <= 0;
      en_reg_r6      <= 0;
      en_reg_r7      <= 0;
      en_reg_r8      <= 0;
   end
   else begin
      case (state)
         READ_ST:
            if (mode_int || ~fifo_empty_i)
               state <= CNT_ST;
         CNT_ST:
            if ( cnt_nsamp_r == 2 )
               state <= READ_ST;
      endcase
      if (load_r)
         fifo_dout_r <= fifo_dout_i;
      if (sync_reg == 1'b1 && phrst_int == 1'b1)
         cnt_n <= 0;
      else
         cnt_n <= cnt_n + N_DDS;
      if (sync_reg_r1 == 1'b1)
         cnt_n_reg <= cnt_n;
      pinc_r1        <= pinc_int;
      pinc_r2        <= pinc_r1;
      pinc_N_r1      <= pinc_N;
      pinc_N_r2      <= pinc_N_r1;
      pinc_N_r3      <= pinc_N_r2;
      pinc_N_r4      <= pinc_N_r3;
      pinc_N_r5      <= pinc_N_r4;
      phase_r1       <= phase_int;
      phase_r2       <= phase_r1;
      phase_r3       <= phase_r2;
      phase_r4       <= phase_r3;
      phase_r5       <= phase_r4;
      phase_0_r1     <= phase_0;
      sync_reg       <= load_r;
      sync_reg_r1    <= sync_reg;
      sync_reg_r2    <= sync_reg_r1;
      sync_reg_r3    <= sync_reg_r2;
      sync_reg_r4    <= sync_reg_r3;
      sync_reg_r5    <= sync_reg_r4;
      sync_reg_r6    <= sync_reg_r5;
      sync_reg_r7    <= sync_reg_r6;
      if (rd_en_r2)
         addr_cnt <= addr_int;
      else
         addr_cnt <= addr_cnt + 1;
      addr_cnt_r1    <= addr_cnt;
      addr_cnt_r2    <= addr_cnt_r1;
      addr_cnt_r3    <= addr_cnt_r2;
      addr_cnt_r4    <= addr_cnt_r3;
      addr_cnt_r5    <= addr_cnt_r4;
      addr_cnt_r6    <= addr_cnt_r5;
      gain_r1        <= gain_int;
      gain_r2        <= gain_r1;
      gain_r3        <= gain_r2;
      gain_r4        <= gain_r3;
      gain_r5        <= gain_r4;
      gain_r6        <= gain_r5;
      gain_r7        <= gain_r6;
      outsel_r1      <= outsel_int;
      outsel_r2      <= outsel_r1;
      outsel_r3      <= outsel_r2;
      outsel_r4      <= outsel_r3;
      outsel_r5      <= outsel_r4;
      outsel_r6      <= outsel_r5;
      outsel_r7      <= outsel_r6;
      stdysel_r1     <= stdysel_int;
      stdysel_r2     <= stdysel_r1;
      stdysel_r3     <= stdysel_r2;
      stdysel_r4     <= stdysel_r3;
      stdysel_r5     <= stdysel_r4;
      stdysel_r6     <= stdysel_r5;
      stdysel_r7     <= stdysel_r6;
      load_r         <= load_int;
      rd_en_r1       <= rd_en_int;
      rd_en_r2       <= rd_en_r1;
      if (rd_en_int)
         cnt_nsamp_r <= fifo_dout_i[143:128];
      else
         cnt_nsamp_r <= cnt_nsamp_r - 1;
      if (~mode_int && rd_en_int)
         if (~fifo_empty_i)
            en_reg <= 1;   
         else
            en_reg <= 0;
      en_reg_r1      <= en_reg;
      en_reg_r2      <= en_reg_r1;
      en_reg_r3      <= en_reg_r2;
      en_reg_r4      <= en_reg_r3;
      en_reg_r5      <= en_reg_r4;
      en_reg_r6      <= en_reg_r5;
      en_reg_r7      <= en_reg_r6;
      en_reg_r8      <= en_reg_r7;
   end
end 
always_comb begin
   rd_en_int = 0;
   case (state)
      READ_ST:
         rd_en_int = 1;
      CNT_ST:
         rd_en_int = 0;
   endcase
end
assign pinc_int      = fifo_dout_r[31:0];
assign phase_int     = fifo_dout_r[63:32];
assign addr_int      = fifo_dout_r[79:64];
assign gain_int      = fifo_dout_r[111:96];
assign nsamp_int     = fifo_dout_r[143:128];
assign outsel_int    = fifo_dout_r[145:144];
assign mode_int      = fifo_dout_r[146];
assign stdysel_int   = fifo_dout_r[147];
assign phrst_int     = fifo_dout_r[148];
assign pinc_N     = pinc_r2*N_DDS;
localparam WL = 17; localparam WH = 32-WL;
logic [WL:0] pinc_r2_lo_r, cnt_n_reg_lo_r;
logic [WH:0] pinc_r2_hi_r, cnt_n_reg_hi_r;
assign pinc_r2_lo_r    = $signed({1'b0,pinc_r2[WL-1:0]});
assign pinc_r2_hi_r    = $signed({1'b0,pinc_r2[31:WL]});
assign cnt_n_reg_lo_r  = $signed({1'b0,cnt_n_reg[WL-1:0]});
assign cnt_n_reg_hi_r  = $signed({1'b0,cnt_n_reg[31:WL]});
logic signed [2*(WL+1)-1:0] pinc_Nm_dsp_p0_r1_3;
logic signed [2*(WL+1)-1:0] pinc_Nm_dsp_p0_r2_3;
logic signed [2*(WH+1)-1:0] pinc_Nm_dsp_p1_r1_3;
logic signed [2*(WH+1)-1:0] pinc_Nm_dsp_p1_r2_3;
logic signed [2*(WH+1)-1:0] pinc_Nm_dsp_p2_r1_3;
logic signed [2*(WH+1)-1:0] pinc_Nm_dsp_p2_r2_3;
logic signed [31:0] pinc_Nm_dsp_r3_3;
always @(posedge clk) begin
   pinc_Nm_dsp_p0_r1_3     <= pinc_r2_lo_r * cnt_n_reg_lo_r;    
   pinc_Nm_dsp_p1_r1_3     <= pinc_r2_hi_r * cnt_n_reg_lo_r;    
   pinc_Nm_dsp_p2_r1_3     <= pinc_r2_lo_r * cnt_n_reg_hi_r;    
   pinc_Nm_dsp_p0_r2_3     <= pinc_Nm_dsp_p0_r1_3;
   pinc_Nm_dsp_p1_r2_3     <= pinc_Nm_dsp_p1_r1_3 << 17;
   pinc_Nm_dsp_p2_r2_3     <= pinc_Nm_dsp_p2_r1_3 << 17;
   pinc_Nm_dsp_r3_3        <= pinc_Nm_dsp_p0_r2_3[31:0] + pinc_Nm_dsp_p1_r2_3 + pinc_Nm_dsp_p2_r2_3;
end
assign phase_0    = pinc_Nm_dsp_r3_3 + phase_r5;
generate
genvar i;
   for (i=0; i < N_DDS; i = i + 1) begin : GEN_phase
      always @(posedge clk) begin
         if (~rstn) begin
            phase_v0_r1[i]    <= 0; 
            phase_v0_r2[i]    <= 0; 
            phase_v0_r3[i]    <= 0; 
            phase_v0_r4[i]    <= 0; 
            phase_v1_r1[i]    <= 0;
         end
         else begin
            phase_v0_r1[i]    <= phase_v0[i];   
            phase_v0_r2[i]    <= phase_v0_r1[i];   
            phase_v0_r3[i]    <= phase_v0_r2[i];   
            phase_v0_r4[i]    <= phase_v0_r3[i];   
            phase_v1_r1[i]    <= phase_v1[i];
         end
      end
      assign phase_v0[i]      = pinc_r2*i;
      assign phase_v1[i]      = phase_v0_r4[i] + phase_0_r1;
      assign dds_ctrl_o[i*72 +: 72] = {7'h00,sync_reg_r7,phase_v1_r1[i],pinc_N_r5};
   end
endgenerate
assign load_int      = rd_en_int & ~fifo_empty_i;
assign fifo_rd_en_o  = rd_en_int;
assign mem_addr_o    = addr_cnt_r6;
assign gain_o        = gain_r7;
assign src_o         = outsel_r7;
assign stdy_o        = stdysel_r7;
assign en_o          = en_reg_r8;
endmodule
==> design/flow/run.sh <==
#!/bin/bash
# OpenROAD 26Q1-2900-gdf79404cd8, Yosys 0.63+post, stock flow scripts
make -C /OpenROAD-flow-scripts/flow DESIGN_CONFIG=/design/flow/config.mk WORK_HOME=/design/flow/orfs finish
==> design/flow/config.mk <==
export PLATFORM = sky130hd
export DESIGN_NAME = ctrl_sg_v6
export DESIGN_NICKNAME = ctrl_sg_v6
export VERILOG_FILES = /design/flow/design.v
export SDC_FILE = /design/flow/constraint.sdc
export NUM_CORES = 4
export LEC_CHECK = 1
export CORE_AREA = 10 10 849 849
export DIE_AREA = 0 0 859 859
==> design/flow/constraint.sdc <==
current_design ctrl_sg_v6

set clk_period 9.8
set clk_io_pct 0.2

create_clock -name clk0 -period $clk_period [get_ports {clk}]

set non_clock_inputs [all_inputs -no_clocks]
set_input_delay [expr $clk_period * $clk_io_pct] -clock clk0 $non_clock_inputs
set_output_delay [expr $clk_period * $clk_io_pct] -clock clk0 [all_outputs]
==> impl_metrics.sql <==
-- load yosys + openroad results
INSERT INTO impl_metrics (metric_group, metric, value, unit) VALUES
('clock_network', 'numCtsBuffers', '237', ''),
('synth', 'edf_count', '0', ''),
('floorplanning', 'die-area', '0.738', 'mm^2'),
('hold_path', 'hold_path_depth', '0', ''),
('synth', 'post_synthesis_average_cell_area', '9.61', 'um^2'),
('clock_network', 'cts.sink_count', '2294', ''),
('power', 'power.ir.vdd_worst', '0.178', 'mV'),
('layout', 'layout-drive-gt1-share', '5.74', '%'),
('final_timing', 'worst_slew_margin_rel', '34.3', '%'),
('layout', 'biggest_register', 'phase_v1_r1', ''),
('routing', 'antenna_violating_nets_post_route', '0', ''),
('setup_path', 'worstSetupEndpointType', 'flop', ''),
('synth', 'flop_cell', 'sky130_fd_sc_hd__dfxtp_1', ''),
('synth', 'synth_stat.cells', '11900', ''),
('clock_network', 'post_cts.resized_instances', '0', ''),
('global_route', 'maximum_number_of_pins_on_one_net_before_global_route_repair', '218', ''),
('final_timing', 'fin_ws', '3.10', 'ns'),
('setup_path', 'crit_chain', 'buf_4 > and2_1 > fa_1 > inv_1 > fa_1 > inv_1 > fa_1 > ha_1 > fa_1 > ha_1 > ha_1 > nor2b_1 > o21a_1 > o21ai_0 > a21oi_1 > a211oi_1 > o21bai_1 > a21oi_1 > a21oi_1 > a211oi_1 > xnor2_1', ''),
('synth', 'post-synth-top-area-cell', 'sky130_fd_sc_hd__dfxtp_1', ''),
('final_timing', 'timing.clock.skew', '0.122', 'ns'),
('setup_path', 'crit_slowest_cell', 'sky130_fd_sc_hd__dfxtp_2', ''),
('flow_run', 'cap_viol_max_count', '0', ''),
('final_timing', 'hold_viol_final', '0', ''),
('routing', 'num_vias', '82100', ''),
('final_timing', 'slew_viol_final', '0', ''),
('synth', 'synthArstFlopShare', '0', '%'),
('setup_path', 'critical_path.startpoint_type', 'flop', ''),
('routing', 'drc', '0', ''),
('synth', 'synthCells', '11900', ''),
('clock_network', 'cts_htree_levels', '4', ''),
('synth', 'yosys.cell_count.top_type', 'sky130_fd_sc_hd__dfxtp_1', ''),
('global_route', 'grt_remaining_overflow', '0', ''),
('global_route', 'grt_pass1_wl', '621000', 'um'),
('setup_path', 'timing.setup.critical_path_class', 'reg -> reg', ''),
('routing', 'routed_wirelength', '452000', 'um'),
('synth', 'top_cell_area_share', '40.3', '%'),
('layout', 'largest_reg_flops', '478', ''),
('hold_path', 'timing.hold.worst.class', 'reg -> reg', ''),
('synth', 'synth.area.top_cells', 'sky130_fd_sc_hd__dfxtp_1 (40%), sky130_fd_sc_hd__ha_1 (9.9%), sky130_fd_sc_hd__and2_1 (8.3%)', ''),
('global_route', 'grt_util_all_layers', '12.1', '%'),
('power', 'leakagePower', '0.0602', 'uW'),
('layout', 'area_growth_syn_to_layout', '23.9', '%'),
('final_timing', 'fin_crit_sh', '68.3', '%'),
('global_route', 'initial_antenna_violation_count', '109', ''),
('placement', 'worst_setup_slack_after_placement', '2.97', 'ns'),
('run_status', 'outcome', 'complete, no violations', ''),
('setup_path', 'cp.arrival', '7.62', 'ns'),
('setup_path', 'crit_path_frequent_cell', 'sky130_fd_sc_hd__fa_1', ''),
('synth', 'synth_warnings', '6', ''),
('floorplanning', 'core_util_floorplan', '16.2', '%'),
('final_timing', 'worstMarginPinSlew', '0.984', 'ns'),
('synth', 'numSynthFlops', '2294', ''),
('setup_path', 'largest_stage_delay_on_the_critical_path', '0.79', 'ns'),
('setup_path', 'ff2ff_path_depth', '21', ''),
('clock_network', 'postCtsHoldBufs', '0', ''),
('clock_network', 'clk_root_buffer_cell', 'sky130_fd_sc_hd__clkbuf_16', ''),
('synth', 'netlist_top_cells_count', 'sky130_fd_sc_hd__dfxtp_1 (2294), sky130_fd_sc_hd__and2_1 (1516), sky130_fd_sc_hd__nor2_1 (1017), sky130_fd_sc_hd__ha_1 (898), sky130_fd_sc_hd__inv_1 (709)', ''),
('final_timing', 'timing.final.setup_violations', '0', ''),
('floorplanning', 'fp.coreArea', '0.703', 'mm^2'),
('global_route', 'grt_pass1_vias', '81100', ''),
('clock_network', 'cts-root-to-sink-buffers', '4', ''),
('final_timing', 'rsz_0062_raised_after_global_routing', 'no', ''),
('synth', 'yosys.cell_types.count', '95', ''),
('clock_network', 'worstSkewPairLatency', '1.00', 'ns'),
('clock_network', 'cts.clk_slew.worst_paths', '0.07', 'ns'),
('setup_path', 'worst_ep_required_time', '10.72', 'ns'),
('flow_run', 'tool_warnings', '114', ''),
('floorplanning', 'placementRows', '308', ''),
('setup_path', 'crit_fanout', '19', ''),
('routing', 'drt-vias-per-instance', '3.71', ''),
('floorplanning', 'die_width', '859', 'um');
## cells by family after synthesis
kind of cell,after synthesis,share of synthesized area (%)
xor gates and xnor gates,661,5.08
muxes,148,1.30
buffers and inverters,1722,7.80
DFF,2294,40.3
and+or+nand+nor,3976,18.2
adders and majority gates,1323,17.3
AOI/OAI and AO/OA,1733,10.0
other,1,0.00329
## worst max-delay path: cells and delay by family, from the launching register on
family                   cells  cell delay, ns
AND-OR/OR-AND                8            2.06
XOR/XNOR                     1            0.14
adder cells (fa/ha/maj)      7            2.60
buffers and inverters        3            0.64
flip-flops                   1            0.79
AND/OR/NAND/NOR              2            0.35
## placed cells by master (no fill, tap or decap), drive strengths merged, types with 282 or more instances in the layout
cell,count
dfxtp,2294
and2,1516
clkdlybuf4s50,1131
nor2,1017
ha,898
inv,735
nand2,576
a21oi,513
fa,425
xnor2,379
o21ai,343
clkbuf,311
xor2,282
## report_power, final
part	switching, uW	total, uW	internal (uW)	leakage (uW)
combinational	368	576	208	0.0378
sequential	47.6	9470	9420	0.0185
clock	4160	9390	5230	0.00393
## per-stage QoR
step / utilization (%) / area [um^2] / instances / total power (uW) / hold slack, ns
floorplan: - / 115000 / 12000 / 10100 / 0.310
global placement: 18.9 / 133000 / 21600 / 10300 / 0.311
detailed placement: 18.9 / 133000 / 21600 / 10300 / 0.312
CTS: 20.1 / 141000 / 22100 / 19800 / 0.316
global route: 20.1 / 141000 / 22100 / 20200 / 0.320
finish: 20.1 / 141000 / 22100 / 19400 / 0.318
## worst paths after layout
check	to	startpoint
worst max-delay path	pinc_Nm_dsp_p0_r1_3[31]	pinc_r2[5]
worst min-delay path	pinc_Nm_dsp_p1_r2_3[24]	pinc_Nm_dsp_p1_r1_3[7]
worst max register to register	pinc_Nm_dsp_p0_r1_3[31]	pinc_r2[5]
worst min register to register	pinc_Nm_dsp_p1_r2_3[24]	pinc_Nm_dsp_p1_r1_3[7]
## per-layer routing
metal / vias to the layer above / GRT usage, % / wire length (um)
li1: 40000 / - / -
met1: 39000 / 13.9 / 170000
met3: 685 / 3.04 / 29400
met5: - / 0.129 / 284
met2: 2391 / 20.2 / 216000
met4: 24 / 7.53 / 35800
## final cells by class
type / instances / area (um^2)
fillers: 76100 / 561000
repair buffers: 1327 / 12900
inverters: 709 / 2670
clock inverters: 122 / 1490
flip-flops and latches: 2294 / 46000
well taps: 9300 / 11600
multi-input cells: 8017 / 59800
diodes: 53 / 133
clock buffers: 311 / 6600
Power figures rest on the tool's default switching activity, not on a simulated workload.
